## design/flow/run.sh

```bash
#!/bin/bash
# OpenROAD 26Q1-2900-gdf79404cd8, Yosys 0.63+post, stock flow scripts
make -C /OpenROAD-flow-scripts/flow DESIGN_CONFIG=/design/flow/config.mk WORK_HOME=/design/flow/orfs finish
```

## design/flow/config.mk

```make
export PLATFORM = sky130hd
export DESIGN_NAME = ALU
export DESIGN_NICKNAME = ALU
export VERILOG_FILES = /design/flow/design.v
export SDC_FILE = /design/flow/constraint.sdc
export NUM_CORES = 4
export LEC_CHECK = 1
export CORE_AREA = 10 10 72 72
export DIE_AREA = 0 0 82 82
```

## design/flow/constraint.sdc

```tcl
current_design ALU

set clk_period 6.1
set clk_io_pct 0.2

create_clock -name clk0 -period $clk_period

set non_clock_inputs [all_inputs -no_clocks]
set_input_delay [expr $clk_period * $clk_io_pct] -clock clk0 $non_clock_inputs
set_output_delay [expr $clk_period * $clk_io_pct] -clock clk0 [all_outputs]
```

## design/flow/design.v

```verilog
module ALU(a,b,alu_op,result); 
input [7:0] a,b; 
input alu_op; 
output [7:0] result; 
assign result = alu_op ? a<<b : a+b; 
endmodule 
module tb_ALU;
reg [7:0] a,b; 
reg alu_op; 
wire [7:0] result; 
ALU uut(a,b,alu_op,result); 
initial
begin
a=8'd10; b=8'd26; alu_op=0;
#10 a=8'd51; b=8'd78; alu_op=0;
#10 a=8'b11111111; b=8'd0; alu_op=1;
#10 a=8'b11111111; b=8'd1; alu_op=1;
#10 a=8'b11111111; b=8'd2; alu_op=1;
#10 a=8'b11111111; b=8'd3; alu_op=1;
#10 a=8'b11111111; b=8'd4; alu_op=1;
#10 a=8'b11111111; b=8'd5; alu_op=1;
#10 a=8'b11111111; b=8'd6; alu_op=1;
#10 a=8'b11111111; b=8'd7; alu_op=1;
end
endmodule
```

==> GITHUB_STEP_SUMMARY <==
### Yosys + OpenROAD results

| Metric | Value |
|---|---|
| Worst Path Arrival | `3.78 ns` |
| Placed Area | `942.2 sq um` |
| Area Growth Syn to Fin | `39.44%` |
| Setup ws final | `1.103 ns` |
| Gpl congestion | `0.9299` |
| Core area | `3689 sq um` |
| Post-DP HPWL | `1.797 mm` |
| Max-slew violation count | `0` |
| OpenROAD warnings | `32` |
| Critical Path Max Stage Delay | `0.75 ns` |
| Worst path bufs/invs | `3` |
| Worst hold path type | `in2out` |
| Yosys top cell by area | `ha_1` |
| Total power | `0.07790 mW` |
| Yosys top cell area share | `0.1296` |
| CTS Hold Bufs | `0` |
| GR Util All Layers | `0.05931` |
| Synthesized area per cell | `8.662 sq um` |
| Outcome | `completed` |
| Worst slew pin tran | `0.5334 ns` |
| Crit path kind | `in2out` |
| Synth warn | `0` |
| Overflow after GRT | `0` |
| Worst path required time | `4.88 ns` |
| Number of vias per cell | `4.626` |
| Design Area, Final | `942.2 sq um` |
| Startpoint Class | `primary input` |
| Final TNS setup | `0 ns` |
| Routed WL | `2.030 mm` |
| Die Wd | `82 um` |
| Critical Path Most Common Cell | `clkdlybuf4s50_1` |
| Die H | `82 um` |
| Ys cells | `78` |
| RSZ-0062 raised after global routing | `false` |
| Hold Vio Cnt, Final | `0` |
| Top area cell types | `ha_1 13%, mux4_2 6.7%, mux2i_1 5.9%` |
| Pre-CTS setup slack | `1.067 ns` |
| Largest net degree at the start of global routing | `12` |
| Slew HR | `0.6433` |
| Yosys stat chip area | `675.6 sq um` |
| FF+latch area | `0 sq um` |
| Site Rows | `22` |
| Routed Antenna Nets | `0` |
| DR pass1 iterations | `4` |
| Postcts setup bufs | `0` |
| Post-synthesis cell area | `675.6 sq um` |
| Io pins | `25` |
| Distinct lib cells used | `40` |
| Min Tclk post-route | `4.997 ns` |
| P_leak | `0.3556 nW` |
| Layout cells sized above 1 | `0.1212` |
| Pwr Density | `82.69 nW/um^2` |
| Post-Syn Instances | `78` |
| Flops | `0` |
| Vias | `680` |
| Stages on worst setup path | `10` |
| Critical path startpoint | `b[0]` |
| CP max stage cell | `clkdlybuf4s50_1` |
| Top cell family by delay on the critical path | `buffers and inverters` |
| Filler instances | `404` |
| Worst-path cell chain | `clkdlybuf4s50_1 > ha_1 > inv_1 > fa_1 > nor2b_4 > o31a_1 > o21ai_0 > o41a_1 > o211ai_2 > clkdlybuf4s50_1` |
| Die ar. | `6724 sq um` |
| Worst IR Drop VDD | `0.01927 mV` |
| # resized after CTS | `0` |
| Initial antenna violation count | `0` |
| Finish-stage setup viols | `0` |
| Most frequent cells after synthesis | `7 x a21oi_1, 7 x ha_1, 6 x inv_1` |
| DR WL/cell | `13.81 um` |
| Crit-path max FO | `11` |
| ANT cells | `0` |
| First-pass GRT wire length | `3.312 mm` |
| Tcrit/Tclk final | `0.8193` |
| Crit end category | `output port` |
| Violation count after the first detailed-route iteration | `18` |
| Synth Seq Share | `0` |
| Max Cap Violations | `0` |
| Max Clock Freq | `200.1 MHz` |
| Last element of the critical path | `result[6]` |
| Vias in the first global route | `693` |
| DRC Markers | `0` |
| Clock buffer cells | `0` |
| Port bufs | `25` |
| Initial Util | `0.1832` |
[cells by family (layout without fill, tap and decap cells)]
group,Yosys count,after routing,synth area share
AOI/OAI and AO/OA,27,27,0.3203
and+or+nand+nor,21,21,0.2093
buffers and inverters,10,31,0.09814
adders and majority gates,8,8,0.1593
muxes,7,7,0.1481
xor gates and xnor gates,5,5,0.06483
[stage by stage]
| stage | utilization | cells | hold WS (ns) |
|---|---|---|---|
| final | 0.2554 | 147 | 3.560 |
| after global routing | 0.2554 | 147 | 3.618 |
| after detailed placement | 0.2554 | 147 | 3.574 |
| after floorplan | - | 78 | 2.584 |
| after CTS | 0.2554 | 147 | 3.573 |
| after global placement | 0.2554 | 147 | 3.559 |
[worst min-delay path by stage]
stage | endpoint | slack (ns) | start | cells past startpoint
4_1_cts | result[0] | 3.57 | a[0] | 4
5_1_grt | result[0] | 3.62 | a[0] | 4
6_report | result[0] | 3.56 | a[0] | 4
[report_power, final]
group / internal (mW) / total [mW] / switching [mW]
sequential: 0 / 0 / 0
clock: 0 / 0 / 0
combinational: 0.0443 / 0.0779 / 0.0336
[worst min-delay path, cell delays in order]
cell and delay, ns:
clkdlybuf4s50_1 0.48, nand2b_1 0.14, o32ai_2 0.10, clkdlybuf4s50_1 0.41
[routing by layer]
metal | up-vias | global-route usage | share of wire
met3 | 2 | 0.005507 | 0.029
met1 | 321 | 0.06919 | 0.41
met4 | 0 | 0.005102 | 0.0084
met5 | - | 0 | 0
li1 | 344 | - | -
met2 | 13 | 0.1168 | 0.55
[area by class of cell]
| cell class | count | area (sq um) | area share |
|---|---|---|---|
| inverters | 6 | 22.52 | 0.02390 |
| multi-input cells | 68 | 609.3 | 0.6467 |
| well taps | 48 | 60.06 | 0.06374 |
| repair buffers | 25 | 250.2 | 0.2656 |
[placed cells by master (no fill, tap or decap), types with 3 or more instances in the layout]
cell and count:
ha_1 7, a21oi_1 7, nor2_1 4, o22ai_1 4, xnor2_1 3, inv_1 6, mux2i_1 4, clkdlybuf4s50_1 25
Power figures rest on the tool's default switching activity, not on a simulated workload.
