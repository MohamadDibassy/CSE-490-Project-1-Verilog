==> /design/flow/design.v <==
module pc_counter (clk,rst, out);
input clk;
input rst;
output reg [7:0] out;
always@(posedge clk)
begin
if (rst==1)
begin 
out <= 8 'b0;
end 
else
begin
out <= out + 1;
end
end
endmodule
==> /design/flow/run.sh <==
#!/bin/bash
# OpenROAD 26Q1-2900-gdf79404cd8, Yosys 0.63+post, stock flow scripts
make -C /OpenROAD-flow-scripts/flow DESIGN_CONFIG=/design/flow/config.mk WORK_HOME=/design/flow/orfs finish
==> /design/flow/config.mk <==
export PLATFORM = sky130hd
export DESIGN_NAME = pc_counter
export DESIGN_NICKNAME = pc_counter
export VERILOG_FILES = /design/flow/design.v
export SDC_FILE = /design/flow/constraint.sdc
export NUM_CORES = 4
export LEC_CHECK = 1
export CORE_AREA = 10 10 70 70
export DIE_AREA = 0 0 80 80
==> /design/flow/constraint.sdc <==
current_design pc_counter

set clk_period 2.3
set clk_io_pct 0.2

create_clock -name clk0 -period $clk_period [get_ports {clk}]

set non_clock_inputs [all_inputs -no_clocks]
set_input_delay [expr $clk_period * $clk_io_pct] -clock clk0 $non_clock_inputs
set_output_delay [expr $clk_period * $clk_io_pct] -clock clk0 [all_outputs]
==> run_results.csv <==
group,metric,value,unit
final_timing,skew,0.0009810,ns
routing,drt-pass1-iter-count,4,
yosys,synthCells,33,
yosys,seq_area_frac_synth,0.5267,
run_status,status,"finished clean",
routing,drtIter0Drc,30,
yosys,yosys.area.top_type,"dfxtp_1",
setup_path,crit_cells,1,
die,rows,21,
die,coreArea,3416,sq um
finish,drive_gt1_frac,0.09091,
yosys,yosysWarnings,1,
power,internal-power,215.3,uW
clocking,clock_sinks,8,
power,power.switching,54.23,uW
setup_path,cp_top_family,"buffers and inverters",
setup_path,path_class,"reg2out",
yosys,synth.avg_cell_area,9.213,sq um
die,chip_area,6400,sq um
power,combinationalPowerShare,0.066,
setup_path,worstReg2RegEnd,"out[6]",
power,power,269.5,uW
final_timing,slew_viol_final,0,
setup_path,worstPathRequired,1.84,ns
yosys,synthArstFlopShare,0,
yosys,ys_area,304.0,sq um
setup_path,cp-start-kind,"flop",
power,share_clk_of_total_power,0.384,
place,hpwl,579.4,um
routing,top_layer,"met3",
die,fp_util,0.08901,
setup_path,reg2reg_depth,4,
clocking,numCtsBuffers,3,
setup_path,path_max_fanout,5,
routing,wl_met1,372,um
final_timing,fin_ws,0.6626,ns
place,gp_congestion,0.6798,
final_timing,max_freq,0.6107,GHz
worst_hold_path,hold_path_class,"reg2reg",
setup_path,crit_path_end_kind,"output port",
place,placed_cells,87,
global_routing,grt_pass1_wl,1.393,mm
flow_run,drv.max_cap_violation_count,0,
clocking,cts_tree,"yes",
final_timing,setup_viol,0,
final_timing,maxSlewHeadroom,0.8006,
clocking,cts-resized-gates,0,
die,die_y,80,um
finish,stdcell_count,90,
yosys,top_cells_by_count,"8 x dfxtp_1, 4 x nor2_1, 3 x a21oi_1, 3 x o21ai_0, 3 x or3_1",
power,p_leak,0.1478,nW
setup_path,endpoint,"out[4]",
setup_path,crit_path_cell_trace,"clkdlybuf4s50_1",
yosys,top_area_frac,0.5267,
routing,num_vias,266,
place,io_buffers,9,
finish,post-route-util,0.1377,
clocking,cts_hold_buf,0,
yosys,syn_area,304.0,sq um
power,irDropWorstVdd,0.0002497,V
global_routing,grt_overflow,0,
setup_path,worst-endpoint-arrival,1.18,ns
final_timing,rsz0062_at_grt,"no",
global_routing,grt_max_degree,9,
setup_path,slowest_stage,"clkdlybuf4s50_1",
yosys,ys_cells,33,
yosys,synth_flops,8,
global_routing,grt_antenna_before_repair,0,
final_timing,tns,0,ns
routing,wire_per_inst,8.311,um
yosys,yosysUniqueCellTypes,15,
die,ios,10,
clocking,clk_pin_slew,0.05,ns
finish,regMostFlops,"out",
power,cellPowerDensity,572.8,nW/um^2
power,power_frac_seq,0.551,
routing,viasPerCell,2.956,
finish,reg_top3,"out: 8 flops",
routing,dr_wl_met2,215,um
die,die_w,80,um
clocking,htreeDepth,1,
setup_path,cp_num_buf_inv,1,
final_timing,fin_crit,1.637,ns
clocking,clock_path_buffers,2,
final_timing,worst_slew_pin_slew,0.2981,ns
clocking,cts-root-buf,"clkbuf_4",
global_routing,grt_pass1_vias,281,
place,place_ws,0.9308,ns
clocking,post_cts_buffers,0,
yosys,top_cell,"dfxtp_1",
power,switching_share,0.2012,
setup_path,slowest_delay,0.50,ns
routing,wirelength,748,um
setup_path,startpoint,"out[4]",
routing,drcViolationCount,0,
final_timing,hold_violations,0,
yosys,synthFlopType,"dfxtp_1",
setup_path,r2r_start,"out[0]",
finish,largest_reg_flops,8,
routing,route.antenna.diode_count,0,
setup_path,r2r_slack,0.98,ns
yosys,edf_count,0,
yosys,topCellsByArea,"dfxtp_1 53%, or3_1 6.2%, xnor2_1 5.8%",
routing,met3_length,159,um
global_routing,grt_util_all_layers,0.02767,
routing,final_antenna_net_count,0,
finish,area_growth,54.73,%
clocking,clk_latency,0.25,ns
final_timing,min_period_over_period,0.7119,
flow_run,tool_warnings,25,
## per-stage QoR
stage | hold WS [ns] | cell area, sq um
after global routing | 0.5307 | 470.5
final | 0.4787 | 470.5
after detailed placement | 0.4655 | 447.9
after floorplan | 0.4259 | 304.0
after CTS | 0.4772 | 470.5
after global placement | 0.4549 | 447.9
## cells in the final DEF (no fill, tap or decap), types with 2 or more instances in the layout
| cell | netlist | final |
|---|---|---|
| a21oi_1 | 3 | 3 |
| clkbuf_4 | 0 | 3 |
| clkdlybuf4s50_1 | 0 | 9 |
| dfxtp_1 | 8 | 8 |
| nand3_1 | 2 | 2 |
| nor2_1 | 4 | 4 |
| o21ai_0 | 3 | 3 |
| or3_1 | 3 | 3 |
| xnor2_1 | 2 | 2 |
## cell type report
| class | instances | area [sq um] |
|---|---|---|
| clock buffer | 3 | 22.52 |
| fill | 393 | 2945 |
| inverter | 1 | 3.754 |
| multi-input combinational | 23 | 136.4 |
| sequential | 8 | 160.2 |
| tap | 46 | 57.56 |
| timing repair buffer | 9 | 90.09 |
## routing by layer
layer / up-vias / global-route usage
met2: 14 / 0.03050
li1: 135 / -
met4: 0 / 0.003521
met5: - / 0
met1: 117 / 0.03497
met3: 0 / 0.03068
## worst min path at each step
stage	from	depth (start not counted)	slack [ns]	end
CTS	out[0]	1	0.48	out[0]
global route	out[0]	1	0.53	out[0]
finish	out[0]	1	0.48	out[0]
## power groups by stage
stage | Sequential, mW | Clock (mW) | Combinational [mW]
after global routing | 0.149 | 0.121 | 0.0208
final | 0.148 | 0.103 | 0.0177
after CTS | 0.148 | 0.107 | 0.0182
## logic make-up (layout without fill, tap and decap cells)
logic type,after synthesis,in the layout,share of synthesized area
and+or+nand+nor,13,13,0.2222
DFF,8,8,0.5267
AOI/OAI and AO/OA,6,6,0.09874
xor gates and xnor gates,3,3,0.08644
buffers and inverters,2,13,0.02467
adders and majority gates,1,1,0.04115
Power and IR drop assume default switching activity.
